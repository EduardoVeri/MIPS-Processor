### run.sh
#!/bin/bash
# OpenROAD 26Q1-2900-gdf79404cd8, Yosys 0.63+post, stock flow scripts
make -C /OpenROAD-flow-scripts/flow DESIGN_CONFIG=/design/flow/config.mk WORK_HOME=/design/flow/orfs finish
### design.v
module BancodeRegistradores(Clock, Reg1, Reg2, RegEscrita, RegWrite, 
	Dado1, Dado2, EscreveDado, DadoNoRegDeEscrita, FP);
	input wire Clock, RegWrite;
	input wire [4:0] Reg1, Reg2; 
	input wire [4:0] RegEscrita;
	input wire [31:0] EscreveDado;
	output wire [31:0] Dado1, Dado2, DadoNoRegDeEscrita, FP;
	reg [31:0] Registradores [31:0];
	integer primeiro = 1;
	always @(posedge Clock) begin
		if(primeiro == 1) begin
			Registradores[31] <= 32'd0;  
			Registradores[1] <= 32'd102;
			Registradores[2] <= 32'd54;
			Registradores[3] <= 32'd4;
			Registradores[4] <= 32'd10;
			primeiro <= 2;
		end
		if ((RegWrite == 1) && (RegEscrita != 5'd31)) begin
			Registradores[RegEscrita] <= EscreveDado;
		end
	end
	assign DadoNoRegDeEscrita = Registradores[RegEscrita];	
	assign Dado1 = Registradores[Reg1];
	assign Dado2 = Registradores[Reg2];	
	assign FP = Registradores[5'd29];
endmodule 
### constraint.sdc
current_design BancodeRegistradores

set clk_period 7.9
set clk_io_pct 0.2

create_clock -name clk0 -period $clk_period [get_ports {Clock}]

set non_clock_inputs [all_inputs -no_clocks]
set_input_delay [expr $clk_period * $clk_io_pct] -clock clk0 $non_clock_inputs
set_output_delay [expr $clk_period * $clk_io_pct] -clock clk0 [all_outputs]
### config.mk
export PLATFORM = sky130hd
export DESIGN_NAME = BancodeRegistradores
export DESIGN_NICKNAME = BancodeRegistradores
export VERILOG_FILES = /design/flow/design.v
export SDC_FILE = /design/flow/constraint.sdc
export NUM_CORES = 4
export LEC_CHECK = 1
export CORE_UTILIZATION = 40
==> out/metrics.cfg <==
[global_routing]
grt_usage = 0.3054
antenna_found_initial = 7
grt_start_max_net_pins = 92
gr-total-overflow = 0
use_met2 = 0.4243
grt_pass1_wl_um = 289800
top_usage_layer = met2
grt_pass1_vias = 40650
met3_usage = 0.2074
use_met1 = 0.3878

[drt]
routedWlPerCell_um = 33.21
wirelength_um = 204900
viasPerCell = 6.445
drc = 0
drtIter0Drc = 3330
drt-pass1-iter-count = 8
drtAntennaViolNets = 0
vias = 39760

[synth]
ys_sh_simple = 0.05926
synthCells = 4053
ys_ff = 1026
synthAoiAreaFrac = 0.08633
synth_area_per_cell_um2 = 14.02
yosys_warnings = 1
synth_chip_area_um2 = 56820
yosysUniqueCellTypes = 33
synth_area_um2 = 56820
ys_seq_frac = 0.5423
ys_cells = 4053
fa_ha_area_frac = 0
topCombFamilyByArea = multiplexers
synth.mux.area_fraction = 0.2819
synthXorXnorAreaFrac = 0

[min_path]
hp-start = primeiro[0]
holdPathStages = 2
whs_endpoint = primeiro[0]
hp-class = flip-flop to flip-flop

[placed_design]
port_buffers = 176
place_congestion = 0.9332
place_ws_ns = 1.546
dpl.hpwl_um = 118600

[job]
warnings = 26
max-cap-violations = 0

[worst_setup_path]
cp_num_buf_inv = 3
crit_chain = clkdlybuf4s50_1, and2_2, buf_4, a22oi_1, nand4_1, clkdlybuf4s50_1
reg2reg_depth = 3
r2r_slack_ns = 5.81
cp_top_family = buffers and inverters
required_ns = 6.32
r2r-end = Registradores[4][22]
r2r_start = primeiro[1]
arrival_ns = 4.79
timing.critical_path.slowest_stage_cell = and2_2
criticalPathCategory = input pin to output pin
cpPeakStageDelay_ns = 0.96
startpoint_type = input pin
cp_max_fo = 22
end_kind = output pin
critical_path.most_common_cell = clkdlybuf4s50_1

[clock_tree]
clockBufferDepth = 3
cts_buffers = 112
clock_sinks = 1026
root_buffer = clkbuf_16
ctsResizeCount = 0
postCtsSetupBuffers = 0
cts_tree = built
clk_pin_slew_ns = 0.06
clock_latency_ns = 0.75
ctsHoldBuffers = 0
h-tree-depth = 3

[final_timing]
skew_ns = 0.01652
slew_viol_final = 0
clock.fmax_mhz = 157.0
period_used_share = 0.8061
hold_viol = 0
relSlewSlack = 0.2741
worst_pin_slew_ns = 1.089
finalSetupTns_ns = 0
layout_setup_ws_ns = 1.532
rsz0062_at_grt = false
finalSetupViolations = 0
period_needed_ns = 6.368

[floorplan]
die_area_um2 = 143600
fp.dieW_um = 378.9
rows = 137
num_io_pins = 177
core_um2 = 140200
fp_util = 0.4052
chipHeight_um = 378.9

[power]
p_leak_uw = 0.02330
powerDensity_nw_per_um2 = 199.8
ir_worst_vdd_mv = 0.2167

[final_layout]
n_fill_cell = 12080
multiInputGateArea_um2 = 24770
drive_gt1_frac = 0.1550
area_growth_pct = 14.59
seqCellArea_um2 = 30810

[status]
status = finished clean

## synthesized netlist by cell type (all sizes together)
cell type	instances	share of area
edfxtp	1026	0.54
mux2i	1024	0.18
a22oi	320	0.042
mux4	256	0.10
buf	205	0.020
nand2	197	0.013
nand3	194	0.017
a21oi	192	0.017
clkbuf	151	0.010
a22o	128	0.020
and2	120	0.013
nor3	65	0.0057
a31oi	64	0.0070
nor2	36	0.0025
nand4	32	0.0035
or3	12	0.0013
nand2b	5	0.00055
nor2b	4	0.00044
o21ai	4	0.00035
or2	4	0.00044
nand3b	3	0.00040
or3b	3	0.00046
conb	2	0.00013
inv	2	0.00013
nor3b	2	0.00026
and3	1	0.00011
and3b	1	0.00015
## flip-flops by register name, indices dropped and copies added, names as in the netlist
name,cells
Registradores,1024
primeiro,2
## layout by cell type (no fill, tap or decap), types with 3 or more instances in the layout
cell type and instances:
buf_8 4, or3_1 12, clkinvlp_4 10, nand2b_2 4
mux4_2 256, buf_12 29, clkbuf_16 112, o21ai_4 4
clkdlybuf4s50_1 172, and2_1 117, a21oi_1 192, a22o_1 128
nor2_2 3, nand4_1 32, clkbuf_1 24, conb_1 34
mux2i_1 1024, nand3_1 193, edfxtp_1 1026, nand3b_1 3
or2_2 4, clkinv_1 22, nand2_1 195, a31oi_1 64
clkinv_2 21, buf_4 146, nor2_4 32, clkinv_8 3
diode_2 3, nor2b_4 4, nor3_1 64, a22oi_1 320
bufinv_16 13
## cells by family after synthesis
| logic type | Yosys count |
|---|---|
| buf+inv | 358 |
| simple gates | 679 |
| flops | 1026 |
| other cells | 2 |
| mux | 1280 |
| compound gates | 708 |
## routing by layer
metal	share of wire	up-vias
li1	-	16690
met1	0.35	19630
met2	0.43	2865
met3	0.17	554
met4	0.046	26
met5	0.0042	-
## worst max-delay path by stage
stage	cells past startpoint	end	slack (ns)	start
finish	6	DadoNoRegDeEscrita[11]	1.53	RegEscrita[4]
global route	6	DadoNoRegDeEscrita[11]	1.40	RegEscrita[4]
CTS	6	DadoNoRegDeEscrita[11]	1.53	RegEscrita[4]
## power breakdown
group          switching, µW  leakage (µW)  internal [µW]
Sequential              48.9       0.00929           6060
Clock                   2270       0.00178           3040
Combinational            944        0.0122            640
Total                   3260        0.0233           9740
## worst min-delay path, delay by kind of cell (launching register included)
| kind | cells | cell delay, ns |
|---|---|---|
| flops | 1 | 0.32 |
| buf+inv | 1 | 0.19 |
| simple gates | 1 | 0.28 |
## per-stage QoR
stage | hold WS, ns | utilization | cell area, µm² | power, µW | std cells
2_1_floorplan | 0.6117 | - | 56940 | 7086 | 4085
3_3_place_gp | 0.8981 | 0.4378 | 61390 | 7789 | 5956
3_5_place_dp | 0.9053 | 0.4378 | 61390 | 7782 | 5956
4_1_cts | 0.9260 | 0.4642 | 65090 | 13050 | 6167
5_1_grt | 0.9608 | 0.4642 | 65090 | 13330 | 6167
6_report | 0.9315 | 0.4643 | 65100 | 13010 | 6170
## final cells by class
| type | count | share of cell area |
|---|---|---|
| Timing Repair Buffer | 351 | 0.05312 |
| Clock inverter | 75 | 0.01242 |
| Antenna cell | 3 | 0.0001153 |
| Clock buffer | 136 | 0.04443 |
| Inverter | 2 | 0.0001153 |
| Sequential cell | 1026 | 0.4732 |
| Tap cell | 1876 | 0.03605 |
| Multi-Input combinational cell | 2701 | 0.3805 |
Power and IR drop assume default switching activity.
