$ cat run.sh
#!/bin/bash
# OpenROAD 26Q1-2900-gdf79404cd8, Yosys 0.63+post, stock flow scripts
make -C /OpenROAD-flow-scripts/flow DESIGN_CONFIG=/design/flow/config.mk WORK_HOME=/design/flow/orfs finish
$ cat config.mk
export PLATFORM = sky130hd
export DESIGN_NAME = Entrada
export DESIGN_NICKNAME = Entrada
export VERILOG_FILES = /design/flow/design.v
export SDC_FILE = /design/flow/constraint.sdc
export NUM_CORES = 4
export LEC_CHECK = 1
export CORE_UTILIZATION = 50
$ cat constraint.sdc
current_design Entrada

set clk_period 6.2
set clk_io_pct 0.2

create_clock -name clk0 -period $clk_period [get_ports {Clock}]

set non_clock_inputs [all_inputs -no_clocks]
set_input_delay [expr $clk_period * $clk_io_pct] -clock clk0 $non_clock_inputs
set_output_delay [expr $clk_period * $clk_io_pct] -clock clk0 [all_outputs]
$ cat design.v
module Entrada (
    input Clock,
    Botao,
    input [13:0] Sw,
    input wire ps2_clk,
    input wire ps2_data,
    input Pause,
    input [1:0] In,
    output [13:0] resultadoEntrada,
    output reg [7:0] resultadoKeyBoard,
    output saidaBotao,
    saidaClock
);
  wire [7:0] ps2_keyboard_data;
  reg [7:0] KeyBoardBuffer;
  reg [25:0] out;
  reg [12:0] resultado;
  reg RegClock;
  reg [5:0] Debouncer;
  reg data_valid;
  integer contadorDebouncer = 1;
  integer contador = 0;
  reg readytoclean_flag = 0;
  initial begin
    KeyBoardBuffer = 8'd0;
    resultadoKeyBoard = 8'd0;
    out = 26'd0;
    resultado = 14'd0;
    RegClock = 1'b0;
    Debouncer = 6'd0;
    readytoclean_flag = 1'b0;
  end
  PS2Key i_ps2Key (
      .clk(Clock),
      .PS2_clk(ps2_clk),
      .PS2_DAT(ps2_data),
      .data(ps2_keyboard_data),
      .data_valid(data_valid)
  );
  always @(posedge Clock) begin
    if ((Botao == 0) && (Debouncer[5] != 1)) Debouncer = Debouncer + 1;
    else if (Botao == 1) Debouncer = 6'd0;
  end
  always @(posedge Clock) begin
    if (contador == 0) begin
      RegClock = 0;
      contador = 1;
    end
    if (Pause == 1) begin
      if (out == 26'd25) begin  
        out      = 26'd0;
        RegClock = ~RegClock;
      end else out = out + 1;
    end else begin
      if (Debouncer[5] == 1) begin
        if (out == 26'd25000000) begin
          out      = 26'd0;
          RegClock = ~RegClock;
        end else out = out + 1;
      end
    end
  end
  always @(*) begin
    if (Sw[13] == 1) resultado = {1'd0, Sw[12:0]};
  end
  always @(negedge RegClock) begin
    if (In == 2'd2) begin
      resultadoKeyBoard <= KeyBoardBuffer;
      readytoclean_flag = 1;  
    end
    else begin
      readytoclean_flag = 0;  
      resultadoKeyBoard = 8'd0;
    end
  end
  always @(posedge Clock) begin
    if (data_valid == 1'b1) begin
      KeyBoardBuffer = ps2_keyboard_data;
    end
    if (readytoclean_flag == 1) begin
      KeyBoardBuffer = 8'd0;  
    end
  end
  assign saidaBotao = Debouncer[5];
  assign saidaClock = RegClock;
  assign resultadoEntrada = resultado;
endmodule
module PS2Key (
    input            clk,        
    input            PS2_clk,    
    input            PS2_DAT,    
    output reg [7:0] data,       
    output reg       data_valid  
);
  reg  [7:0] raw_scancode;  
  wire [7:0] decoded_ascii;  
  reg ps2_clk_sync1, ps2_clk_sync2;
  reg ps2_dat_sync1, ps2_dat_sync2;
  wire ps2_clk_synced = ps2_clk_sync2;  
  wire ps2_dat_synced = ps2_dat_sync2;  
  always @(posedge clk) begin
    ps2_clk_sync1 <= PS2_clk;
    ps2_clk_sync2 <= ps2_clk_sync1;
    ps2_dat_sync1 <= PS2_DAT;
    ps2_dat_sync2 <= ps2_dat_sync1;
  end
  reg  ps2_clk_prev;
  wire ps2_clk_falling_edge;
  always @(posedge clk) begin
    ps2_clk_prev <= ps2_clk_synced;
  end
  assign ps2_clk_falling_edge = ps2_clk_prev & ~ps2_clk_synced;
  parameter IDLE = 0;
  parameter RECEIVING = 1;
  parameter CHECK_STOP = 2;
  parameter DECODE_WAIT = 3;
  reg [1:0] state;
  reg [3:0] bit_count;
  reg [7:0] data_buffer;
  reg       parity_bit;
  reg       error_flag;
  reg       decode_pending;  
  reg [7:0] last_make_code;  
  reg       break_code_expected;  
  initial begin
    state               = IDLE;
    bit_count           = 0;
    data_buffer         = 0;
    parity_bit          = 0;
    raw_scancode        = 0;
    data                = 0;  
    data_valid          = 0;  
    error_flag          = 0;
    ps2_clk_prev        = 0;  
    last_make_code      = 0;  
    break_code_expected = 0;  
    decode_pending      = 0;
  end
  always @(posedge clk) begin
    data_valid <= 0;  
    if (decode_pending) begin
      data <= decoded_ascii;
      data_valid <= 1'b1;
      decode_pending <= 0;
    end
    if (ps2_clk_falling_edge) begin
      case (state)
        IDLE: begin
          if (ps2_dat_synced == 0) begin  
            state       <= RECEIVING;
            bit_count   <= 0;
            data_buffer <= 0;
            error_flag  <= 0;
          end
        end
        RECEIVING: begin
          if (bit_count < 8) begin  
            data_buffer[bit_count] <= ps2_dat_synced;
            bit_count              <= bit_count + 1;
          end else if (bit_count == 8) begin  
            parity_bit <= ps2_dat_synced;
            bit_count  <= bit_count + 1;
            state      <= CHECK_STOP;
          end else begin  
            state      <= IDLE;
            error_flag <= 1;
          end
        end
        CHECK_STOP: begin
          if (ps2_dat_synced == 1) begin  
            raw_scancode <= data_buffer;  
            if (break_code_expected) begin
              if (data_buffer == last_make_code) begin
                last_make_code <= 8'h00;  
              end
              break_code_expected <= 1'b0;
            end else if (data_buffer == 8'hF0) begin
              break_code_expected <= 1'b1;
            end else if (data_buffer != last_make_code) begin
              last_make_code <= data_buffer;  
              decode_pending <= 1;  
            end
          end else begin
            error_flag <= 1;
          end
          state     <= IDLE;  
          bit_count <= 0;
        end
        default: begin
          state <= IDLE;
        end
      endcase
    end  
  end  
  scancode_decoder i_scancode_decoder (
      .clk(clk),
      .scan_code(raw_scancode),  
      .ascii_code(decoded_ascii)  
  );
endmodule
module scancode_decoder (
    input  wire       clk,
    input  wire [7:0] scan_code,
    output reg  [7:0] ascii_code
);
  localparam KEY_0 = 8'h45;
  localparam KEY_1 = 8'h16;
  localparam KEY_2 = 8'h1E;
  localparam KEY_3 = 8'h26;
  localparam KEY_4 = 8'h25;
  localparam KEY_5 = 8'h2E;
  localparam KEY_6 = 8'h36;
  localparam KEY_7 = 8'h3D;
  localparam KEY_8 = 8'h3E;
  localparam KEY_9 = 8'h46;
  localparam KEY_A = 8'h1C;
  localparam KEY_B = 8'h32;
  localparam KEY_C = 8'h21;
  localparam KEY_D = 8'h23;
  localparam KEY_E = 8'h24;
  localparam KEY_F = 8'h2B;
  localparam KEY_ENTER = 8'h5A;
  always @(*) begin
    case (scan_code)
      KEY_0: begin
        ascii_code = 8'h30;   
      end
      KEY_1: begin
        ascii_code = 8'h31;   
      end
      KEY_2: begin
        ascii_code = 8'h32;   
      end
      KEY_3: begin
        ascii_code = 8'h33;   
      end
      KEY_4: begin
        ascii_code = 8'h34;   
      end
      KEY_5: begin
        ascii_code = 8'h35;   
      end
      KEY_6: begin
        ascii_code = 8'h36;   
      end
      KEY_7: begin
        ascii_code = 8'h37;   
      end
      KEY_8: begin
        ascii_code = 8'h38;   
      end
      KEY_9: begin
        ascii_code = 8'h39;   
      end
      KEY_ENTER: begin
        ascii_code = 8'h0D;   
      end
      KEY_A: begin
        ascii_code = 8'h41;   
      end
      KEY_B: begin
        ascii_code = 8'h42;   
      end
      KEY_C: begin
        ascii_code = 8'h43;   
      end
      KEY_D: begin
        ascii_code = 8'h44;   
      end
      KEY_E: begin
        ascii_code = 8'h45;   
      end
      KEY_F: begin
        ascii_code = 8'h46;   
      end
      default: begin
        ascii_code = scan_code;   
      end
    endcase
  end
endmodule
==> results.ini <==
[run_status]
status = completed

[cts]
cts_root_buf = clkbuf_8
cts_resized = 0
cts_tree = built
cts_buffer_depth = 2
cts_setup_buffers = 0
holdBufCountCts = 0
htreeDepth = 3
numCtsBuffers = 9
clock_latency_ps = 350
clkTransAtPathRegs_ps = 90

[route]
drt_iter0_markers = 157
ant_nets = 0
routedWlPerCell_um = 13.6
vias = 3227
vias_per_cell = 5.24
antenna_cells = 0
wirelength_mm = 8.41
dr.pass1.iters = 4
drc = 0

[floorplan]
fp-utilization_pct = 51.1
fp.dieW_um = 102
io_pins = 45
core-area_um2 = 9730
die_y_um = 102
std_cell_rows = 36
chip_area_um2 = 10400

[yosys]
netlist_area_um2 = 4970
edf_count = 72
synthCells = 439
async_reset_ff_share_pct = 0
ys.flops = 110
ys.flop_type = edfxtp_1
netlist-cell-type-count = 61
synth.avg_cell_area_um2 = 11.3
yosysCellCount = 439
ys_area_um2 = 4970
yosysWarnings = 3

[pwr]
p_sw_share_pct = 20.4
switchingPower_w = 0.000248
p_clk_share_pct = 38.0
p_int_w = 0.000971
power_frac_seq_pct = 56.6
irDropWorstVdd_mv = 0.128
combPwrFrac_pct = 5.3
power_density_nw_per_um2 = 212
p_leak_nw = 2.08

[worst_setup_path]
cp-startpoint = Pause
crit_slowest_cell = a21oi_1
crit_path_start_kind = input port
critPathKind = input port to flip-flop
end_kind = flip-flop
crit_arrival_ps = 3070
worst-endpoint-required_ps = 6440
path_cells = clkdlybuf4s50_1 -> and4b_1 -> nand4_1 -> a21oi_1 -> buf_4 -> nand2_1 -> xor2_1
crit_path_max_fanout = 12
r2r-start = i_ps2Key.raw_scancode[3]
crit_path_max_incr_delay_ps = 510

[sta]
fin_crit_sh_pct = 45.8
fmax_mhz = 353
finalSetupTns_ps = 0
hold_ws_ps = 330
unclocked_regs = 22
finalCriticalPeriod_ps = 2840
fin_ws_ps = 3360
hold_viol = 0
rsz0062_at_grt = no
finClkSkew_ps = 11.0
drv_slew = 0
setup_viol = 0
tightest_slew_ps = 695
untimed_endpoints = 43
slew_headroom_pct = 53.2

[cells_and_area]
fillCellCount = 804
area_growth_pct = 15.4
final_design_area_no_fill_um2 = 5740
regArea_um2 = 2860
logic_area_um2 = 1980
layout_top_cell = edfxtp_1
layout-drive-gt1-share_pct = 5.38
final_util_pct = 59.0
layout_top_cells = edfxtp_1 (72), nor2_1 (51), clkdlybuf4s50_1 (43), xor2_1 (29), nand2_1 (27)

[global_routing]
met3_usage_pct = 3.22
use_met1_pct = 32.5
grt_max_degree = 28
antenna_found_initial = 0
grtUsageTotal_pct = 18.4
grt_pass1_vias = 3010
grt.overflow.total = 0
grt-busiest-layer = met1
grt_pass1_wl_mm = 14.3
grt_use_met2_pct = 26.6

[placement]
postPlaceCellArea_um2 = 5500
port_buffers = 43
hpwl_mm = 5.99
pre_cts_slack_ps = 3040
routabilityCongestion = 0.847

[hold_path]
worstHoldStart = i_ps2Key.ps2_dat_sync1
min_path_type = flip-flop to flip-flop

[run]
maxCapViolations = 0
warning_count = 32

-- final timing paths --
| path | depth (start not counted) | end | slack [ps] |
|---|---|---|---|
| max | 7 | RegClock | 3360 |
| min | 0 | i_ps2Key.ps2_dat_sync2 | 330 |
| max reg2reg | 5 | i_ps2Key.data[2] | 3790 |
| min reg2reg | 0 | i_ps2Key.ps2_dat_sync2 | 330 |
-- registers in the layout, summed over array words and instances (netlist names) --
signal and cells:
resultadoKeyBoard 8, RegClock 1, i_ps2Key.decode_pending 1, out 26
KeyBoardBuffer 8, contador 1, i_ps2Key.ps2_dat_sync1 1, i_ps2Key.state 2
i_ps2Key.ps2_clk_sync1 1, i_ps2Key.data_valid 1, readytoclean_flag 1, i_ps2Key.ps2_clk_sync2 1
i_ps2Key.raw_scancode 8, resultado 13, i_ps2Key.break_code_expected 1, i_ps2Key.data 8
i_ps2Key.last_make_code 8, i_ps2Key.bit_count 4, i_ps2Key.ps2_clk_prev 1, i_ps2Key.ps2_dat_sync2 1
Debouncer 6, i_ps2Key.data_buffer 8
-- stage by stage --
step	power [W]	std cells
floorplan	0.000736	439
global placement	0.000767	600
detailed placement	0.000768	600
CTS	0.00124	616
global route	0.00127	616
finish	0.00122	616
-- cells in the mapped netlist, types with 4 or more instances --
library cell	instances	share of area, %
clkbuf_1	10	0.75
and4_1	4	0.70
and3_1	7	0.88
xnor2_1	10	1.8
xor2_1	29	5.1
nor3b_1	4	0.60
dlxtp_1	13	3.9
o21ai_0	4	0.40
nand2_1	27	2.0
and2_1	10	1.3
nor3_1	12	1.2
ha_1	10	2.5
nand3_1	18	1.8
nand4_1	10	1.3
dfxtp_1	25	10
a21oi_1	9	0.91
nor2b_1	16	2.0
edfxtp_1	72	43
mux2i_1	12	2.4
nor2_1	51	3.8
nor4_1	10	1.3
a32o_1	6	1.2
nand2b_1	6	0.75
inv_1	12	0.91
-- logic make-up (layout without fill, tap and decap cells) --
logic type | after synthesis | in the layout | synth area share (%)
AND/OR/NAND/NOR | 191 | 191 | 20.5
buffers and inverters | 31 | 75 | 2.72
flip-flops | 97 | 97 | 53.5
multiplexers | 12 | 12 | 2.41
latches | 13 | 13 | 3.92
adder cells (fa/ha/maj) | 10 | 10 | 2.52
AND-OR/OR-AND | 44 | 44 | 7.39
XOR/XNOR | 39 | 39 | 6.87
other | 2 | 2 | 0.151
-- layer usage --
layer	share of wire, %	vias up
li1	-	1649
met1	50	1510
met2	45	62
met3	3.8	6
met4	0.88	0
met5	0	-
-- area by class of cell --
class | count | share of cell area (%)
clock inverters | 5 | 1.85
clock buffers | 11 | 2.29
flip-flops and latches | 110 | 49.8
repair buffers | 45 | 7.76
multi-input cells | 298 | 34.5
well taps | 133 | 2.90
inverters | 14 | 0.915
-- power by group through the flow --
stage | clock, W | sequential, W | combinational (W)
5_1_grt | 0.000503 | 0.000694 | 0.0000735
4_1_cts | 0.000480 | 0.000690 | 0.0000655
6_report | 0.000464 | 0.000691 | 0.0000649
-- critical path, delay by kind of cell --
kind / cells / cell delay (ps)
xor gates and xnor gates: 1 / 160
AOI/OAI and AO/OA: 1 / 510
and+or+nand+nor: 3 / 420
buffers and inverters: 2 / 740
No activity file was given, so power comes from the tool's default toggle rates.
